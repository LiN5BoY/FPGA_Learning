==> flow/run.sh <==
#!/bin/bash
# OpenROAD 26Q1-2900-gdf79404cd8, Yosys 0.63+post, stock flow scripts
make -C /OpenROAD-flow-scripts/flow DESIGN_CONFIG=/design/flow/config.mk WORK_HOME=/design/flow/orfs finish
==> flow/config.mk <==
export PLATFORM = sky130hd
export DESIGN_NAME = water_led
export DESIGN_NICKNAME = water_led
export VERILOG_FILES = /design/flow/design.v
export SDC_FILE = /design/flow/constraint.sdc
export NUM_CORES = 4
export LEC_CHECK = 1
export CORE_UTILIZATION = 30
==> flow/constraint.sdc <==
current_design water_led

set clk_period 4.2
set clk_io_pct 0.2

create_clock -name clk0 -period $clk_period [get_ports {sys_clk}]

set non_clock_inputs [all_inputs -no_clocks]
set_input_delay [expr $clk_period * $clk_io_pct] -clock clk0 $non_clock_inputs
set_output_delay [expr $clk_period * $clk_io_pct] -clock clk0 [all_outputs]
==> flow/design.v <==
module water_led
#(
parameter CNT_MAX = 25'd24_999_999
)
(
input wire sys_clk ,  
input wire sys_rst_n ,  
output wire [3:0] led_out  
);
reg [24:0] cnt ;
reg cnt_flag ;
reg [3:0] led_out_reg ;
always@(posedge sys_clk or negedge sys_rst_n)
if(sys_rst_n == 1'b0)
cnt <= 25'b0;
else if(cnt == CNT_MAX)
cnt <= 25'b0;
else
cnt <= cnt + 1'b1;
always@(posedge sys_clk or negedge sys_rst_n)
if(sys_rst_n == 1'b0)
cnt_flag <= 1'b0;
else if(cnt == CNT_MAX - 1)
cnt_flag <= 1'b1;
else
cnt_flag <= 1'b0;
always@(posedge sys_clk or negedge sys_rst_n)
if(sys_rst_n == 1'b0)
led_out_reg <= 4'b0001;
else if(led_out_reg == 4'b1000 && cnt_flag == 1'b1)
led_out_reg <= 4'b0001;
else if(cnt_flag == 1'b1)
led_out_reg <= led_out_reg << 1'b1;  
assign led_out = ~led_out_reg;
endmodule
==> flow_summary.json <==
{
  "gpl.final_weighted_congestion": 0.826,
  "timing.final.crit_period_ns": 2.09,
  "openroad.warnings": 26,
  "synth.yosys.warnings": 1,
  "clk_latency_ns": 0.28,
  "worst-path-max-fanout": 3,
  "power_per_standard_cell_area_nw_per_um2": 315,
  "static_leakage_power_nw": 0.693,
  "initial_core_util_pct": 32.0,
  "grt_pass1_vias": 1027,
  "reg2reg_depth": 6,
  "synth-cells-yosys": 142,
  "cts-buffers-inserted": 5,
  "avgSynthCellArea_um2": 10.1,
  "syn2layout_area_growth_pct": 13.1,
  "placed_cells": 197,
  "run_status": "finished clean",
  "synthesis.instances": 142,
  "timing.setup.critical_path_class": "flop to output pin",
  "critPathMaxStageDelay_ns": 0.54,
  "largest_net_degree_at_the_start_of_global_routing": 31,
  "route.detailed.wl_per_inst_um": 12.5,
  "hp-class": "flop to flop",
  "grt_overflow": 0,
  "power.share.sequential_pct": 56.5,
  "core-area_um2": 4470,
  "report.final.slew_viol_count": 0,
  "ranking_of_synthesized_cells_by_area": "sky130_fd_sc_hd__dfrtp_1 (51%), sky130_fd_sc_hd__xnor2_1 (4.3%), sky130_fd_sc_hd__nand3_1 (3.8%)",
  "critPathRequiredTime_ns": 3.36,
  "setup.reg_to_reg.worst_slack_ns": 2.16,
  "via_count": 1049,
  "yosys-top-cells-count": "sky130_fd_sc_hd__dfrtp_1 (29), sky130_fd_sc_hd__nand3_1 (11), sky130_fd_sc_hd__o21ai_0 (11)",
  "design.die.area_um2": 5060,
  "post_cts_setup_inserts": 0,
  "grt_util_all_layers_pct": 11.7,
  "fin_crit_sh_pct": 49.8,
  "worst_r2r_startpoint": "cnt[0]",
  "cts_num_sinks": 30,
  "power.ir.vdd_worst_uv": 95.0,
  "totalWireLength_um": 2550,
  "netSwitchingFraction_pct": 20.2,
  "critPathLaunchType": "flop",
  "std_cell_rows": 24,
  "level_count_of_the_clock_h_tree": 2,
  "vias_per_cell": 5.12,
  "setup-tns-final_ns": 0,
  "max_cap_violation_count": 0,
  "critPathSlowestCell": "sky130_fd_sc_hd__dfstp_2",
  "place_hpwl_um": 1810,
  "internal_power_mw": 0.408,
  "synth_sequential_area_ratio_pct": 52.4,
  "timing.fmax_ghz": 0.478,
  "timing.rr.end": "cnt[20]",
  "quantity_of_i_o_buffers_inserted_on_ports": 5,
  "largest_register_ffs": 25,
  "cts_repair_resize_count": 0,
  "yosys_most_used_dff": "sky130_fd_sc_hd__dfrtp_1",
  "crit_buf_inv": 2,
  "synth.ff_latch_count": 30,
  "cell_accounting_for_the_most_synthesized_area": "sky130_fd_sc_hd__dfrtp_1",
  "num_antenna_cells": 0,
  "endpoint_kind": "output pin",
  "finalSetupViolations": 0,
  "antenna_violating_nets_post_route": 0,
  "drt-pass1-iter-count": 18,
  "synthDominantCellAreaShare_pct": 50.6,
  "layout-drive-gt1-share_pct": 8.50,
  "fp.dieW_um": 71.1,
  "hold_depth": 2,
  "hold_violations": 0,
  "combPwrFrac_pct": 1.3,
  "cts_buffer_depth": 2,
  "cts_tree": "yes",
  "route.detailed.drc": 0,
  "power.switching_mw": 0.104,
  "worst_setup_hold_path_clk_slew_ns": 0.06,
  "clock-root-buffer": "sky130_fd_sc_hd__clkbuf_8",
  "synth_top_cell_by_count": "sky130_fd_sc_hd__dfrtp_1",
  "clock_power_share_pct": 42.1,
  "cts.hold.buffers_added": 0,
  "dp_worst_setup_slack_ns": 2.18,
  "synth.cell_area_um2": 1430,
  "die.size.y_um": 71.1,
  "synth_cell_type_count": 30,
  "timing.critical_path.cells": "inv_1 > clkdlybuf4s50_1",
  "holdPathEnd": "led_out_reg[3]",
  "initial_antenna_violation_count": 0,
  "worst_path_dominant_cell_family": "flip-flops",
  "clock-skew-final_ns": 0.00507,
  "hold_start": "led_out_reg[2]",
  "hold_ws_ns": 0.482,
  "finalNonFillerCells": 205,
  "drtIter0Drc": 79,
  "pin_count": 6,
  "worstPathArrival_ns": 1.25,
  "rsz0062_at_grt": "false",
  "synth-async-reset-ratio_pct": 100,
  "timing_worst_slew_pin_value_ns": 0.717,
  "postLayoutSetupSlackWorst_ns": 2.11,
  "slew-limit-headroom_pct": 51.8,
  "enable_flop_cells": 0,
  "grt_pass1_wl_um": 4690,
  "ys_area_um2": 1430
}
[layer usage]
layer  routed length (µm)  global-route usage (%)
met5                    0                       0
met4                   41                    2.44
met3                   77                    2.02
met2                 1130                    18.2
met1                 1300                    17.8
[worst reg2reg max path: stages, from the launching register on]
cell and delay [ns]:
sky130_fd_sc_hd__dfrtp_1 0.40, sky130_fd_sc_hd__ha_1 0.19, sky130_fd_sc_hd__and2_1 0.22, sky130_fd_sc_hd__nand2_1 0.14, sky130_fd_sc_hd__nor4_2 0.63, sky130_fd_sc_hd__buf_4 0.28
sky130_fd_sc_hd__a21oi_1 0.05
[layout by cell type (no fill, tap or decap), types with 2 or more instances in the layout]
cell and n:
sky130_fd_sc_hd__xor2_1 6, sky130_fd_sc_hd__a21oi_1 9, sky130_fd_sc_hd__clkbuf_1 3, sky130_fd_sc_hd__or3_1 6, sky130_fd_sc_hd__nand2_1 10, sky130_fd_sc_hd__clkbuf_8 5, sky130_fd_sc_hd__nor2_1 9, sky130_fd_sc_hd__nand4_1 4
sky130_fd_sc_hd__ha_1 2, sky130_fd_sc_hd__nand3_1 11, sky130_fd_sc_hd__clkdlybuf4s50_1 5, sky130_fd_sc_hd__and3_1 3, sky130_fd_sc_hd__xnor2_1 7, sky130_fd_sc_hd__or4_1 4, sky130_fd_sc_hd__and4_1 4, sky130_fd_sc_hd__o21ai_0 11
sky130_fd_sc_hd__buf_4 2, sky130_fd_sc_hd__dfrtp_1 29, sky130_fd_sc_hd__nor3_1 2, sky130_fd_sc_hd__o31ai_1 4, sky130_fd_sc_hd__inv_1 6
[kinds of logic (layout without fill, tap and decap cells)]
group                    count (synthesis)  in the layout  synth area share [%]
buffers and inverters                   10             21                  3.14
flip-flops                              30             30                  52.4
AND-OR/OR-AND                           24             24                  9.07
adder cells (fa/ha/maj)                  2              2                  1.74
AND/OR/NAND/NOR                         63             63                  25.7
XOR/XNOR                                13             13                  7.94
[worst max path at each step]
stage | start | to | slack [ns] | cells after the start
6_report | led_out_reg[0] | led_out[0] | 2.11 | 2
4_1_cts | led_out_reg[0] | led_out[0] | 2.10 | 2
5_1_grt | cnt[0] | cnt[24] | 1.98 | 6
[per-stage QoR]
step                power [mW]  area, µm²  util [%]
floorplan                0.294       1430         -
global placement         0.301       1540      34.5
detailed placement       0.302       1540      34.5
CTS                      0.519       1620      36.2
global route             0.531       1620      36.2
finish                   0.512       1620      36.2
[cell type report]
class | count | area (µm²)
clock buffers | 8 | 80.1
inverters | 6 | 22.5
multi-input cells | 102 | 637
repair buffers | 7 | 65.1
flip-flops and latches | 30 | 752
fillers | 430 | 2850
well taps | 52 | 65.1
[power by group through the flow]
| stage | registers, mW | clock network (mW) | logic (mW) |
|---|---|---|---|
| 5_1_grt | 0.289 | 0.234 | 0.00803 |
| 6_report | 0.289 | 0.216 | 0.00683 |
| 4_1_cts | 0.289 | 0.222 | 0.00739 |
Power figures rest on the tool's default switching activity, not on a simulated workload.
