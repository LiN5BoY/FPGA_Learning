===== flow/design.v =====
module counter
#(
parameter CNT_MAX = 25'd24_999_999 
 )
 (
 input wire sys_clk ,  
 input wire sys_rst_n ,  
 output reg led_out  
 );
 reg [24:0] cnt;  
 always@(posedge sys_clk or negedge sys_rst_n)
 if(sys_rst_n == 1'b0)
 cnt <= 25'b0;
 else if(cnt == CNT_MAX)
 cnt <= 25'b0;
 else
 cnt <= cnt + 1'b1;
 always@(posedge sys_clk or negedge sys_rst_n)
 if(sys_rst_n == 1'b0)
 led_out <= 1'b0;
 else if(cnt == CNT_MAX)
 led_out <= ~led_out;
 endmodule

===== flow/run.sh =====
#!/bin/bash
# OpenROAD 26Q1-2900-gdf79404cd8, Yosys 0.63+post, stock flow scripts
make -C /OpenROAD-flow-scripts/flow DESIGN_CONFIG=/design/flow/config.mk WORK_HOME=/design/flow/orfs finish

===== flow/config.mk =====
export PLATFORM = sky130hd
export DESIGN_NAME = counter
export DESIGN_NICKNAME = counter
export VERILOG_FILES = /design/flow/design.v
export SDC_FILE = /design/flow/constraint.sdc
export NUM_CORES = 4
export LEC_CHECK = 1
export CORE_AREA = 10 10 100 100
export DIE_AREA = 0 0 110 110

===== flow/constraint.sdc =====
current_design counter

set clk_period 3.6
set clk_io_pct 0.2

create_clock -name clk0 -period $clk_period [get_ports {sys_clk}]

set non_clock_inputs [all_inputs -no_clocks]
set_input_delay [expr $clk_period * $clk_io_pct] -clock clk0 $non_clock_inputs
set_output_delay [expr $clk_period * $clk_io_pct] -clock clk0 [all_outputs]

==> results.json <==
{
  "status": "completed",
  "regArea_um2": 651,
  "powerDensity_nw_per_um2": 321,
  "cts_tree": "built",
  "portBuffers": 2,
  "core_region_area_um2": 7810,
  "slowest_stage": "nor4_4",
  "drtPass1Iterations": 4,
  "hpwl_um": 1600,
  "clk_latency_ps": 260,
  "syn-instance-count": 127,
  "min_to": "led_out",
  "area_leaders": "dfrtp_1 (49%), xnor2_1 (4.0%), xor2_1 (4.0%), nand3_1 (3.8%), a21oi_1 (3.4%)",
  "leakage_uw": 0.000629,
  "fin_crit_ps": 2060,
  "holdCritStartpoint": "led_out",
  "cts_buffers": 3,
  "start_kind": "flop",
  "insertedDiodeCount": 0,
  "ys_ff": 26,
  "cpPeakStageDelay_ps": 710,
  "tns_ps": 0,
  "rrSetupSlack_ps": 1540,
  "whs_path_depth": 1,
  "drv_slew": 0,
  "drive_gt1_share_pct": 9.30,
  "synth_warnings": 1,
  "io_pins": 3,
  "wirelength_um": 2340,
  "logic_area_um2": 628,
  "fp_util_pct": 17.0,
  "maxCapViolCount": 0,
  "end_kind": "flop",
  "vias": 944,
  "grt_max_degree": 27,
  "gr-total-overflow": 0,
  "drt-wirelength-per-cell_um": 10.1,
  "grt_setup_unrepaired": "no",
  "die_area_um2": 12100,
  "drtIter0Drc": 97,
  "wl_met2_um": 997,
  "hold_viol": 0,
  "grt_antenna_before_repair": 0,
  "dr_wl_met3_um": 92,
  "syn2layout_area_growth_pct": 13.2,
  "mostFrequentLayoutCells": "dfrtp_1 (26), nand3_1 (10), a21oi_1 (9)",
  "num-fill-cells": 856,
  "whs_ps": 475,
  "setup_viol": 0,
  "period_used_pct": 57.2,
  "r2r_start": "cnt[0]",
  "holdCritPathClass": "flop to flop",
  "ant_nets": 0,
  "mux_share_pct": 0.753,
  "rows": 32,
  "max_slew_margin_pct": 47.9,
  "wl_met1_um": 1220,
  "yosysTopAreaCellShare_pct": 49.0,
  "synth.distinct_cells": 32,
  "place_congestion": 0.828,
  "cp_max_fo": 14,
  "synth_top_cell_by_area": "dfrtp_1",
  "ir_drop_uv": 267,
  "cts-root-buf": "clkbuf_8",
  "grt_use_total_pct": 4.35,
  "path_class": "flop to flop",
  "timing.fmax_mhz": 486,
  "synthTopLogicFamily": "simple AND/OR/NAND/NOR gates",
  "synthSimpleGateAreaFrac_pct": 28.5,
  "log.warning_count": 25,
  "clk_pin_slew_ps": 80,
  "ys_sh_xor_pct": 7.91,
  "worst_clock_skew_ps": 2.19,
  "worst_pin_slew_ps": 776,
  "crit_required_ps": 3720,
  "ys_sh_adder_pct": 0.942,
  "ys_seq_share_pct": 49.0,
  "r2r_cells": 5,
  "dieHeight_um": 110,
  "cts_post_setup_buffers_inserted": 0,
  "netlist_area_um2": 1330,
  "h-tree-depth": 1,
  "hold_buffers": 0,
  "ys_sh_aoi_pct": 9.13,
  "viasPerCell": 4.09,
  "syn_area_per_cell_um2": 10.5,
  "remaining_drc_errors": 0,
  "crit_arrival_ps": 2180,
  "layout_top_cell": "dfrtp_1",
  "top_layer": "met4",
  "die_w_um": 110,
  "p_total_uw": 483,
  "grt_pass1_vias": 943,
  "r2r-end": "led_out",
  "cts_buffer_depth": 2,
  "cts_resized": 0,
  "yosysCellCount": 127,
  "ys_area_um2": 1330,
  "cts_num_sinks": 26,
  "path_cells": "ha_1, and3_1, nand2_1, nor4_4, xor2_1",
  "grt_pass1_wl_um": 4420
}
[area by class of cell]
class	count	share of cell area (%)
sequential	26	43.3
clock buffer	4	3.66
timing repair buffer	3	1.83
tap	102	8.49
multi-input combinational	92	41.8
inverter	4	0.998
[cells in the mapped netlist]
cell type and count:
nand4_2 2, buf_4 4, o21ai_0 6, nand3_1 10, mux2i_1 1, nand2b_1 2
nand2_1 7, and3_1 3, nor4_4 1, nand4_1 4, inv_1 4, and4bb_2 1
nor2b_1 1, or4_1 4, or3_1 5, and4_1 3, o31ai_1 5, nor4_1 1
nor3_1 3, ha_1 1, buf_2 1, xor2_1 6, or2_2 1, and2_1 1
and4_4 1, o221ai_1 1, nor4b_1 1, dfrtp_1 26, nand4_4 1, xnor2_1 6
nor2_1 5, a21oi_1 9
[critical path: cells and delay by family (launching register included)]
family | cells | cell delay, ps
and+or+nand+nor | 3 | 1210
DFF | 1 | 390
adders and majority gates | 1 | 180
xor gates and xnor gates | 1 | 130
[layer usage]
| layer | global-route usage, % | vias up |
|---|---|---|
| met5 | 0 | - |
| met4 | 0.558 | 0 |
| met3 | 0.999 | 2 |
| met2 | 6.44 | 10 |
| met1 | 6.49 | 461 |
| li1 | - | 471 |
[sequential cells by signal, summed over array words and instances, names as in the netlist]
name / count
led_out: 1
cnt: 25
[where the power goes]
group | total [µW] | leakage [µW] | internal, µW | switching, µW
Combinational | 7.14 | 0.000247 | 1.66 | 5.48
Sequential | 292 | 0.000354 | 292 | 0
Clock | 185 | 0.0000288 | 97.6 | 86.9
Total | 483 | 0.000629 | 391 | 92.4
[kinds of logic (layout without fill, tap and decap cells)]
logic type	count (synthesis)	count (layout)
compound gates	21	21
fa+ha+maj	1	1
mux	1	1
xor+xnor	12	12
flops	26	26
buf+inv	9	11
simple gates	57	57
[how the worst max path moves through the flow]
stage                 startpoint       to  slack (ps)
after CTS                 cnt[0]  led_out        1510
final                     cnt[0]  led_out        1540
after global routing      cnt[0]  led_out        1340
[stage by stage]
stage                     utilization, %  area (µm²)  setup WS (ps)  cells
after global placement              18.6        1450           1570    227
after detailed placement            18.6        1450           1520    227
after CTS                           19.3        1500           1510    231
after global routing                19.3        1500           1340    231
final                               19.3        1500           1540    231
after floorplan                        -        1330           1950    127
Power and IR drop assume default switching activity.
